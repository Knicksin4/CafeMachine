==> /design/flow/design.v <==
module cafeMachine(
	input clk, input rst, input [1:0]in,  
	output reg out, output reg[4:0]change
);
parameter s0 = 0;
parameter s5 = 1;
parameter s10 = 2;
parameter s15 = 3;
parameter s20 = 4;
parameter s25 = 5;
parameter s30 = 6;
parameter s35 = 7;
parameter s40 = 8;
parameter s45 = 9;
parameter s50 = 10;
parameter s55 = 11;
parameter s60 = 12;
parameter s65 = 13;
parameter s70 = 14;
reg[3:0] c_state, n_state;
always@ (posedge clk)
	begin
		if(rst == 1)
			c_state <= 0;
		else
			c_state = n_state;
	end
always@(*)
	case(c_state)
		s0:  
		if(in == 2'b01)
			begin
				n_state = s5;
				out = 0;
			end
		else if(in == 2'b10)
			begin
				n_state = s10;
				out = 0;
			end
		else if(in == 2'b11)
			begin
				n_state = s25;
				out = 0;
			end
		else
			n_state = s0;
		s5:  
		if(in == 2'b01)
			begin
				n_state = s10;
			end
		else if(in == 2'b10)
			begin
				n_state = s15;
			end
		else if(in == 2'b11)
			begin
				n_state = s30;
			end
		else
			n_state = s5;
		s10:  
		if(in == 2'b01)
			begin
				n_state = s15;
			end
		else if(in == 2'b10)
			begin
				n_state = s20;
			end
		else if(in == 2'b11)
			begin
				n_state = s35;
			end
		else
			n_state = s10;
		s15:  
		if(in == 2'b01)
			begin
				n_state = s20;
			end
		else if(in == 2'b10)
			begin
				n_state = s25;
			end
		else if(in == 2'b11)
			begin
				n_state = s40;
			end
		else
			n_state = s15;
		s20:  
		if(in == 2'b01)
			begin
				n_state = s25;
			end
		else if(in == 2'b10)
			begin
				n_state = s35;
			end
		else if(in == 2'b11)
			begin
				n_state = s45;
			end
		else
			n_state = s20;
		s25:  
		if(in == 2'b01)
			begin
				n_state = s30;
			end
		else if(in == 2'b10)
			begin
				n_state = s35;
			end
		else if(in == 2'b11)
			begin
				n_state = s50;
			end
		else
			n_state = s25;
		s30:  
		if(in == 2'b01)
			begin
				n_state = s35;
			end
		else if(in == 2'b10)
			begin
				n_state = s45;
			end
		else if(in == 2'b11)
			begin
				n_state = s55;
			end
		else
			n_state = s30;
		s35:  
		if(in == 2'b01)
			begin
				n_state = s40;
			end
		else if(in == 2'b10)
			begin
				n_state = s45;
			end
		else if(in == 2'b11)
			begin
				n_state = s60;
			end
		else
			n_state = s35;
		s40:  
		if(in == 2'b01)
			begin
				n_state = s45;
			end
		else if(in == 2'b10)
			begin
				n_state = s50;
			end
		else if(in == 2'b11)
			begin
				n_state = s65;
			end
		else
			n_state = s40;
		s45:  
		if(in == 2'b01)
			begin
				n_state = s50;
			end
		else if(in == 2'b10)
			begin
				n_state = s55;
			end
		else if(in == 2'b11)
			begin
				n_state = s70;
			end
		else
			n_state = s45;
		s50:
		begin 
			n_state = s0;
			out = 1;
			change = 5'b00000;
		end
		s55:
		begin 
			n_state = s0;
			out = 1;
			change = 5'b00101;
		end
		s60:
		begin 
			n_state = s0;
			out = 1;
			change = 5'b01010;
		end
		s65:
		begin 
			n_state = s0;
			out = 1;
			change = 5'b01111;
		end
		s70:
		begin 
			n_state = s0;
			out = 1;
			change = 5'b10100;
		end
	endcase
endmodule
==> /design/flow/run.sh <==
#!/bin/bash
# OpenROAD 26Q1-2900-gdf79404cd8, Yosys 0.63+post, stock flow scripts
make -C /OpenROAD-flow-scripts/flow DESIGN_CONFIG=/design/flow/config.mk WORK_HOME=/design/flow/orfs finish
==> /design/flow/config.mk <==
export PLATFORM = sky130hd
export DESIGN_NAME = cafeMachine
export DESIGN_NICKNAME = cafeMachine
export VERILOG_FILES = /design/flow/design.v
export SDC_FILE = /design/flow/constraint.sdc
export NUM_CORES = 4
export LEC_CHECK = 1
export CORE_AREA = 10 10 84 84
export DIE_AREA = 0 0 94 94
==> /design/flow/constraint.sdc <==
current_design cafeMachine

set clk_period 1.0
set clk_io_pct 0.2

create_clock -name clk0 -period $clk_period [get_ports {clk}]

set non_clock_inputs [all_inputs -no_clocks]
set_input_delay [expr $clk_period * $clk_io_pct] -clock clk0 $non_clock_inputs
set_output_delay [expr $clk_period * $clk_io_pct] -clock clk0 [all_outputs]
==> results.ini <==
[final_timing]
setup_violations = 0
fmax_mhz = 1430
period_minus_slack_ns = 0.701
period_used_pct = 70.1
slew_viol_final = 0
untimed_endpoints = 15
unclocked_pins = 9
rsz0062_at_grt = false
worst_pin_slew_ns = 0.564
tns_ns = 0
slew_headroom_pct = 62.3
hold_viol = 0

[floorplan]
initial_core_util_pct = 13.1
die_w_um = 94
dieArea_mm2 = 0.00884
core_mm2 = 0.00520
rows = 26
die_h_um = 94
num_io_pins = 10

[grt]
grt-ovfl-total = 0
grt_pass1_wl_um = 2460
grt_max_degree = 18
grt.total_usage_pct = 3.21
antenna_found_initial = 0
grt_pass1_vias = 535

[place]
port_buffers = 9
place_inst = 160
gp_congestion = 0.803
hpwl_um = 1060

[clock_network]
cts_buffers = 3
cts.repair.resized = 0
clk_path_buf_depth = 2
cts_root_buf = clkbuf_8
postCtsSetupBuffers = 0
cts_hold_buf = 0
path_clk_slew_ns = 0.03
tritoncts = built
htree_levels = 1

[worst_setup_path]
end_kind = flip-flop
critical_path.top_delay_family = buffers and inverters
path_max_fanout = 4
worst_path_largest_cell_delay_ns = 0.53
crit_path_top_delay_cell = clkdlybuf4s50_1
worstPathArrival_ns = 0.80
startpoint_type = input pin
crit_type = in -> reg
path_cells = clkdlybuf4s50_1 > nor2b_1
path_buffers = 1
critical_path_required_ns = 1.10

[logic_synthesis]
area_leaders = dlxtn_1, dfxtp_1, ha_1
ys_types = 32
syn_area_um2 = 679
synth-async-reset-ratio_pct = 0
edf_count = 0
ys_chip_area_um2 = 679
ys_ff = 13
yosys.area.top_type = dlxtn_1
avgSynthCellArea_um2 = 7.81
ys.flop_type = dlxtn_1
yosys_cells = 87
synth_warnings = 1
top_area_share_pct = 19.9
synth_cells = 87

[power_and_ir_drop]
power.leakage_nw = 0.317
peakVddDrop_mv = 0.235
power_density_mw_per_mm2 = 712

[outcome]
outcome = finished, final reports clean

[route]
via_per_inst = 3.52
drt_iter0_markers = 77
drt-total-wl_um = 1400
diodes = 0
ant_nets = 0
routedWlPerCell_um = 8.58
drc = 0
dr.pass1.iters = 4
num_vias = 573

[final_layout]
logic_area_um2 = 395
syn_to_final_growth_pct = 24.9
drive_gt1_share_pct = 6.45
final.fill_count = 605
seq_area_um2 = 215
stdcell_count = 163

[min_path]
hp-class = in -> reg

[flow_run]
max_cap_viol_count = 0
warning_count = 29

## final cells by class
cell class / count / area share, %
multi-input cells: 63 / 46.6
clock buffers: 3 / 4.87
repair buffers: 9 / 10.6
well taps: 70 / 10.3
inverters: 5 / 2.21
flip-flops and latches: 13 / 25.4
## Yosys cell counts (3+ instances only)
cell,count
a21oi_1,7
dlxtn_1,9
inv_1,5
buf_4,3
dfxtp_1,4
nand2_1,6
nand2b_1,3
nor2_1,14
ha_1,5
nor2b_1,5
## kinds of logic after synthesis
logic type	Yosys count	share of synthesized area, %
AOI/OAI and AO/OA	17	15.1
xor gates and xnor gates	2	2.58
adders and majority gates	5	9.21
buffers and inverters	11	10.1
DFF	4	11.8
latches	9	19.9
muxes	2	3.13
and+or+nand+nor	37	28.2
## metrics by stage
stage	area [um2]	util, %	worst slack [ns]	total power [mW]	hold WS, ns
floorplan	679	-	0.664	0.251	0.272
global placement	807	15.5	0.106	0.277	0.812
detailed placement	807	15.5	0.0909	0.279	0.826
CTS	848	16.3	0.310	0.614	0.611
global route	848	16.3	0.285	0.642	0.640
finish	848	16.3	0.299	0.604	0.622
## report_power, final
group          switching (mW)  internal [mW]
Combinational          0.0490         0.0484
Sequential             0.0111          0.168
Clock                  0.0719          0.256
Total                   0.132          0.472
## worst paths after layout
path  start  cells after the start    endpoint
min     rst                      2  c_state[0]
max     rst                      2  c_state[3]
## routing by layer
layer,share of wire [%],GRT usage (%)
met5,0,0
met3,6.2,0.889
met2,47,5.41
met4,1.4,0.506
met1,46,4.05
## cell usage in the layout, fill, tap and decap left out, types with 2 or more instances in the layout
cell type        instances
a211oi_1                 2
a21oi_1                  7
clkbuf_8                 3
clkdlybuf4s50_1          9
dfxtp_1                  4
dlxtn_1                  9
ha_1                     5
inv_1                    5
nand2_1                  6
nand2b_1                 3
nor2_1                  14
nor2b_1                  5
o21ai_0                  2
o22ai_1                  2
## registers in the layout, indices dropped and copies added, names as in the netlist
register and flops:
change 4, out 1, n_state 4, c_state 4
Power and IR drop assume default switching activity.
